===== ./design.v =====
module parking (clk, rst, car_entered, car_exited, is_uni_car_entered, is_uni_car_exited,
 uni_parked_car, parked_car, uni_vacated_space, vacated_space, uni_is_vacated_space, is_vacated_space, t
);
    input clk, rst, car_entered, car_exited, is_uni_car_entered, is_uni_car_exited;
    output reg [9:0] uni_parked_car, parked_car, uni_vacated_space, vacated_space;
    output reg uni_is_vacated_space,  is_vacated_space;
    output reg [4:0] t;  
    reg [9:0] max_vacated_space;
    always @(posedge clk or posedge rst) begin
        if (rst) begin
            t <= 9;
            uni_parked_car <= 0;
            parked_car <= 0;
            uni_vacated_space <= 500;
            vacated_space <= 200;
            max_vacated_space <= 200;
            uni_is_vacated_space <= 1;
            is_vacated_space <= 1;
        end else begin
            if (t < 23) 
                t <= t + 1;
            else
                t <= 0;
            if (t < 16 && t >= 13) begin
                uni_vacated_space = uni_vacated_space - 50;
                vacated_space = vacated_space + 50;
                max_vacated_space = max_vacated_space + 50;
            end
            else if ( t == 16) begin
                uni_vacated_space = uni_vacated_space - 150;
                vacated_space = vacated_space + 150;
                max_vacated_space = 500;
            end
            else if (t == 8) begin
                uni_vacated_space = uni_vacated_space + 300;
                vacated_space = vacated_space - 300;
                max_vacated_space = 200;
            end 
            if (car_exited && !is_uni_car_exited && parked_car > 0) begin
                    parked_car = parked_car - 1;
                    vacated_space = vacated_space + 1;
            end else if (car_exited && is_uni_car_exited && uni_parked_car > 0) begin
                    uni_parked_car = uni_parked_car - 1;
                    uni_vacated_space = uni_vacated_space + 1;
            end else if (car_entered && !is_uni_car_entered && (parked_car + uni_parked_car < 700 && parked_car < max_vacated_space)) begin
                    vacated_space = vacated_space - 1;
                    parked_car = parked_car + 1;
            end else  if (car_entered && is_uni_car_entered && (uni_parked_car < 500 && uni_parked_car + parked_car < 700)) begin
                    uni_parked_car = uni_parked_car + 1;
                    uni_vacated_space = uni_vacated_space - 1;
            end
            if (uni_parked_car < 500 && uni_parked_car + parked_car < 700)
                uni_is_vacated_space = 1;
            else 
                uni_is_vacated_space = 0;
            if (parked_car < max_vacated_space && uni_parked_car + parked_car < 700) 
                is_vacated_space = 1;
            else 
                is_vacated_space = 0;
        end
    end
endmodule

===== ./run.sh =====
#!/bin/bash
# OpenROAD 26Q1-2900-gdf79404cd8, Yosys 0.63+post, stock flow scripts
make -C /OpenROAD-flow-scripts/flow DESIGN_CONFIG=/design/flow/config.mk WORK_HOME=/design/flow/orfs finish

===== ./config.mk =====
export PLATFORM = sky130hd
export DESIGN_NAME = parking
export DESIGN_NICKNAME = parking
export VERILOG_FILES = /design/flow/design.v
export SDC_FILE = /design/flow/constraint.sdc
export NUM_CORES = 4
export LEC_CHECK = 1
export CORE_UTILIZATION = 50

===== ./constraint.sdc =====
current_design parking

set clk_period 12.0
set clk_io_pct 0.2

create_clock -name clk0 -period $clk_period [get_ports {clk}]

set non_clock_inputs [all_inputs -no_clocks]
set_input_delay [expr $clk_period * $clk_io_pct] -clock clk0 $non_clock_inputs
set_output_delay [expr $clk_period * $clk_io_pct] -clock clk0 [all_outputs]

==> impl_metrics.yaml <==
# yosys + openroad results
outcome:
  status: "complete, no violations"
synthesis:
  synth-edff-count: 0
  synth_seq_share_pct: 26.1
  syn_inst: 677
  ys.flops: 57
  synth-main-ff-cell: "dfrtp_1"
  ys_area_um2: 5550
  async_flop_share_pct: 100
  yosysWarnings: 1
  synth_area_um2: 5550
  ys_cells: 677
  synth_cell_types: 78
  avgSynthCellArea_um2: 8.20
min_path:
  hold_path_class: "flip-flop to flip-flop"
  min_path_cells: 1
die:
  die_height_um: 107
  die_w_um: 107
  io_pins: 53
  rows: 38
  fp_util_pct: 51.2
  dieArea_um2: 11500
  coreArea_um2: 10800
run:
  cap_violations: 0
  warnings: 37
timing:
  final_hold_viol_count: 0
  rsz0062_at_grt: "false"
  setup_viol: 0
  fin_crit_ps: 6810
  fin_skew_ps: 13.7
  final.setup.tns_ps: 0
  relSlewSlack_pct: 48.8
  fmax_ghz: 0.147
  period_used_pct: 56.8
  tightest_slew_ps: 766
  slew_viol_final: 0
clock_tree:
  clk_latency_ps: 350
  cts.sinks: 57
  cts_resized: 0
  postCtsSetupRepairBufs: 0
  cts_buffers: 9
  path_clk_slew_ps: 70
  clockBufferDepth: 2
  h-tree-depth: 3
  hold_buffers: 0
  cts_root_buffer: "clkbuf_8"
  cts_tree: "done"
setup_path:
  critical_path_class: "input port to flip-flop"
  end_kind: "flip-flop"
  crit_required_ps: 12280
  critPathArrivalTime_ps: 7090
  slowest_delay_ps: 450
  cp_slowest_cell: "clkdlybuf4s50_1"
  reg2reg_depth: 27
  start_kind: "input port"
  crit_path_cell_trace: "clkdlybuf4s50_1, nor2b_1, o21ai_0, a41oi_1, nand2_1, o21ai_4, and2_1, and4_1, nor2b_1, xnor2_1, ha_1, a21o_1, a21o_1, or3_1, a311oi_1, o22ai_1, a311oi_2, o31ai_2, a21oi_1"
  cp_max_fo: 9
power_and_ir_drop:
  swShare_pct: 48.6
  p_switching_uw: 810
  p_per_area_nw_per_um2: 263
  p_int_uw: 856
  p_leak_nw: 2.70
  seqPwrFrac_pct: 25.7
  comb_power_share_pct: 65.0
  vdd_ir_drop_max_mv: 0.187
  clock_power_share_pct: 9.3
global_routing:
  grt_max_degree: 58
  grt_antenna_before_repair: 0
  grt_pass1_wl_mm: 23.9
  grt_overflow: 0
  grt_pass1_vias: 4843
  grtUsageTotal_pct: 27.0
routing:
  wl_mm: 14.4
  ant_nets: 0
  diodes: 0
  vias_per_cell: 5.95
  drc: 0
  drtPass1Iterations: 7
  drt_iter0_drc: 368
  vias: 5157
  wl_per_cell_um: 16.6
place:
  dp_hpwl_mm: 10.9
  gp_congestion: 0.931
  portBuffers: 52
  dp_cells: 852
final_layout:
  final_cells: 867
  syn2layout_area_growth_pct: 14.1
  final_util_pct: 58.4
  drive_above_1_share_pct: 9.22
==> layer usage <==
metal | global-route usage (%) | wire length [um] | share of wire [%] | up-vias
li1 | - | - | - | 2558
met1 | 41.0 | 6830 | 47 | 2413
met2 | 40.6 | 6260 | 43 | 161
met3 | 5.86 | 1060 | 7.3 | 25
met4 | 4.89 | 278 | 1.9 | 0
met5 | 0 | 0 | 0 | -
==> per-stage QoR <==
stage	power (mW)	hold slack, ps	area, um^2	setup slack, ps
2_1_floorplan	1.17	447	5550	6040
3_3_place_gp	1.49	473	6170	5060
3_5_place_dp	1.50	481	6170	4910
4_1_cts	1.67	491	6330	5280
5_1_grt	1.83	511	6330	4580
6_report	1.67	488	6330	5190
==> sequential cells by signal, indices dropped and copies added, names as in the netlist <==
signal,cells
is_vacated_space,1
max_vacated_space,10
parked_car,10
t,5
uni_is_vacated_space,1
uni_parked_car,10
uni_vacated_space,10
vacated_space,10
==> cell families after synthesis <==
group           Yosys count  synth area share (%)
flops                    57                  26.1
fa+ha+maj                55                  12.4
compound gates          188                  23.8
mux                       4                 0.744
xor+xnor                 55                  8.68
buf+inv                  63                  4.85
simple gates            255                  23.5
==> synthesized netlist by cell type, drive strengths merged, types with 8 or more instances <==
master	count	area, um^2
nand2	65	246
nor2	59	226
ha	55	688
o21ai	49	260
a21oi	48	244
dfrtp	41	1030
inv	40	150
xnor2	40	350
nand3	30	150
nor3	20	105
dfstp	16	420
nand4	15	109
xor2	15	131
clkbuf	14	52.6
a21o	11	82.6
a31oi	10	62.6
and3	10	67.6
buf	9	66.3
o211ai	9	77.6
nor2b	8	50.1
or3	8	50.1
==> path summary, 6_finish.rpt <==
path	end	slack [ps]	startpoint
max	is_vacated_space$_DFF_PP1_	5190	car_entered
min	max_vacated_space[9]$_DFF_PP0_	490	max_vacated_space[9]$_DFF_PP0_
max reg2reg	is_vacated_space$_DFF_PP1_	5230	t[1]$_DFF_PP0_
min reg2reg	max_vacated_space[9]$_DFF_PP0_	490	max_vacated_space[9]$_DFF_PP0_
max in group asynchronous	uni_parked_car[7]$_DFF_PP0_	8890	rst
min in group asynchronous	parked_car[6]$_DFF_PP0_	2580	rst
==> power by group through the flow <==
stage	combinational, mW	clock (mW)	sequential [mW]
after CTS	1.08	0.161	0.427
after global routing	1.22	0.170	0.444
final	1.08	0.155	0.428
==> cell usage in the layout (no fill, tap or decap), types with 8 or more instances in the layout <==
cell              n
a21o_1           11
dfrtp_1          41
and3_1            9
a31oi_1          10
nand2_1          64
inv_1            39
a21oi_1          47
nor2b_1           8
nor3_1           19
xor2_1           15
nand4_1          14
o21ai_0          44
nand3_1          30
dfstp_2          16
clkbuf_8          9
or3_1             8
ha_1             55
nor2_1           57
clkdlybuf4s50_1  52
xnor2_1          40
==> critical path: cells and delay by family <==
family	cells	cell delay (ps)
AND-OR/OR-AND	10	2110
AND/OR/NAND/NOR	6	1400
buffers and inverters	1	450
adder cells (fa/ha/maj)	1	360
XOR/XNOR	1	350
==> final cells by class <==
type                            count  area (um^2)
Multi-Input combinational cell    557         3830
Fill cell                         933         4510
Tap cell                          140          175
Clock buffer                        9          124
Inverter                           40          150
Timing Repair Buffer               58          566
Sequential cell                    57         1450
Clock inverter                      6         36.3
Power and IR drop assume default switching activity.
